--- flow/config.mk ---
export PLATFORM = sky130hd
export DESIGN_NAME = RALU
export DESIGN_NICKNAME = RALU
export VERILOG_FILES = /design/flow/design.v
export SDC_FILE = /design/flow/constraint.sdc
export NUM_CORES = 4
export LEC_CHECK = 1
export CORE_AREA = 10 10 106 106
export DIE_AREA = 0 0 116 116
--- flow/constraint.sdc ---
current_design RALU

set clk_period 1.0
set clk_io_pct 0.2

create_clock -name clk0 -period $clk_period [get_ports {clk}]

set non_clock_inputs [all_inputs -no_clocks]
set_input_delay [expr $clk_period * $clk_io_pct] -clock clk0 $non_clock_inputs
set_output_delay [expr $clk_period * $clk_io_pct] -clock clk0 [all_outputs]
--- flow/design.v ---
module RALU(
    input logic clk,
    input logic reset,
    input logic [31:0]alu_out,
    output logic [31:0]RALU
);
always @(posedge clk,posedge reset)begin
    if (reset) RALU=0;
    else RALU=alu_out;
end    
endmodule
--- flow/run.sh ---
#!/bin/bash
# OpenROAD 26Q1-2900-gdf79404cd8, Yosys 0.63+post, stock flow scripts
make -C /OpenROAD-flow-scripts/flow DESIGN_CONFIG=/design/flow/config.mk WORK_HOME=/design/flow/orfs finish
==> summary.txt <==
yosys + openroad results -> routed vias 537, global placer's final weighted congestion 0.625, clk root buf clkbuf_8, Via density 2.50, Leak 0.702 nW, flip-flops with a built-in enable 0, critical path peak fanout 1, CP Class flop to primary output, Most common reg cell dfrtp_1, Yosys chip area just over 800 um2, Min-Delay Path Class primary input to asynchronous set/reset pin, Post-Place Setup Slack -0.0206 ns, CTS Hold Buffers Added 0, Top cells by area dfrtp_1, inv_1, chip area 0.0135 mm2, Overflow after GRT 0, post-route ant nets 0, CTS Buf Count 5, layout cell share with drive strength beyond 1 0.383, I/O pins ~66, cell with the most instances after synthesis dfrtp_1, Worst Max-Slew Pin Slew between 0.15 and 0.2 ns, Avg Cell Area, Syn 24.4 um2, Async SR Flop Fraction 1.00, CTS tree built, Worst EP arrival 0.76 ns, maximum capacitance violations 0, DRC Markers 0, total cells reported by yosys after synthesis 33, fp util 0.0909, largest net degree at the start of global routing 18, Die Y approximately 120 um, Startpoint Class flop, Slew HR 0.874, peak supply drop roughly 0.53 mV, utilization after layout 0.177, Comb gate area 0 um2, Clock Path Buffers 2, Pwr Density between 1500 and 2000 mW/mm2, crit path cell chain buf_2, slack of the critical path 0.0351 ns, unrepaired setup endpoints after global routing true, Synth cell types 2, Slew Viols, Final 0, clock-pin slew of the registers on the worst-case setup and hold paths 0.07 ns, crit path buf inv count 1, final tally of hold violations 0, share of the synthesized area in the top cell type 0.995, width of the die about 120 um, slowest CP cell dfrtp_1, max reg flops 32, DP Area 0.00163 mm2, CP peak stage delay 0.37 ns, required time worst endpoint around 0.8 ns, delay-heaviest family, CP flip-flops, mapped cell area 805 um2, Total Neg Setup Slack 0 ns, Synth top cells by count dfrtp_1, inv_1, mi-comb count 0, CORE AREA 0.00885 mm2, Min Hold Slack 0.318 ns, Tcrit/Tclk final 0.965, Ys Warns 1, Final Instance Area 0.00157 mm2, placed cells 208, Fmax achieved a little over 1 GHz, Crit. End Element primary output, final period demand of the worst path a little under 1 ns, CTS HTree Levels 2, Total GRT Usage 0.0363, status complete, no violations, final wirelength around 2600 um, Cell Rows 34, setup violators final 0, clk sinks 32, drt pass-1 iters 2, Synth Seq Share 0.995, vias in the first global route roughly 640, Syn Inst Count 33, first-pass GRT wire length about 3700 um, Log Warnings 26, Registers, synthesis 32, initial antenna violation count 0, DRC marker count from the first detailed-route iteration 8, post-route insts no fill 215, WL/cell 12.1 um, total power ~2.6 mW, cell type with the highest aggregate area in the netlist dfrtp_1, Syn-to-layout area delta 94.7%, Diodes inserted 0, IO buf count 65
cell type report:
class,instances,area (um2)
fill,981,7280
clock buffer,7,96.3
timing repair buffer,67,531
sequential,32,801
tap,108,135
inverter,1,3.75
worst paths after layout:
path,cells past startpoint,to,startpoint
hold / removal,3,RALU[22],reset
setup / recovery,1,RALU[22],RALU[22]
max in group asynchronous,3,RALU[17],reset
min in group clk0,1,RALU[22],alu_out[22]
cell families (layout without fill, tap and decap cells):
| group | Yosys count | count (layout) | share of synthesized area |
|---|---|---|---|
| buffers and inverters | 1 | 75 | 0.00466 |
| DFF | 32 | 32 | 0.995 |
repair_timing:
action,4_1_cts,5_1_grt
pin swaps,0,0
resized,101,0
setup endpoints to repair,32,2
buffers inserted,0,0
per-layer routing:
layer / track usage / up-vias / part of all wire
li1: - / 244 / -
met1: 0.0440 / 243 / 0.43
met2: 0.0501 / 50 / 0.40
met3: 0.0309 / 0 / 0.17
met4: 0.00334 / 0 / 0
met5: 0 / - / 0
cell usage in the layout (no fill, tap or decap):
cell type / n
clkbuf_8: 7
buf_2: 32
inv_1: 1
dfrtp_1: 32
clkdlybuf4s50_1: 33
buf_12: 2
power by group:
part	switching [mW]	internal (mW)	total (mW)
Clock	0.424	0.612	1.04
Combinational	0.0610	0.168	0.230
Sequential	0.0130	1.36	1.37
No activity file was given, so power comes from the tool's default toggle rates.
