`flow/run.sh`:
```
#!/bin/bash
# OpenROAD 26Q1-2900-gdf79404cd8, Yosys 0.63+post, stock flow scripts
make -C /OpenROAD-flow-scripts/flow DESIGN_CONFIG=/design/flow/config.mk WORK_HOME=/design/flow/orfs finish
```
`flow/design.v`:
```
module program_counter (  input clk,               
                  input logic reset, 
                  input logic [31:0] alu_out,
                  input logic br_taken,             
                  output logic[31:0] pc_out);  
  always @ (posedge clk,posedge reset) begin
    if (reset) pc_out <=0;
    else begin
            if (br_taken) pc_out <= alu_out; 
            else pc_out <= pc_out + 4;
    end
  end
endmodule
```
`flow/constraint.sdc`:
```
current_design program_counter

set clk_period 6.8
set clk_io_pct 0.2

create_clock -name clk0 -period $clk_period [get_ports {clk}]

set non_clock_inputs [all_inputs -no_clocks]
set_input_delay [expr $clk_period * $clk_io_pct] -clock clk0 $non_clock_inputs
set_output_delay [expr $clk_period * $clk_io_pct] -clock clk0 [all_outputs]
```
`flow/config.mk`:
```
export PLATFORM = sky130hd
export DESIGN_NAME = program_counter
export DESIGN_NICKNAME = program_counter
export VERILOG_FILES = /design/flow/design.v
export SDC_FILE = /design/flow/constraint.sdc
export NUM_CORES = 4
export LEC_CHECK = 1
export CORE_AREA = 10 10 109 109
export DIE_AREA = 0 0 119 119
```
==> insert_results.sql <==
-- metrics for the results database
INSERT INTO impl_metrics (metric_group, metric, value, unit) VALUES
('outcome', 'status', 'complete, no violations', ''),
('worst_setup_path', 'critical_path_required', '6.99', 'ns'),
('min_path', 'hold_path_class', 'flop to flop', ''),
('floorplanning', 'core.rowCount', '36', ''),
('synth', 'postSynthCellCount', '196', ''),
('synth', 'ys_warn_count', '1', ''),
('route', 'n_antenna_cell', '0', ''),
('clock_network', 'max-clock-path-buffers', '2', ''),
('flow_run', 'max_cap_violations', '0', ''),
('route', 'drt_iter0_drc', '140', ''),
('synth', 'synth.yosys.num_cells', '196', ''),
('cells_and_area', 'final_layout_top_logic_cell', 'clkdlybuf4s50_1', ''),
('power_and_ir_drop', 'total_leakage_power', '0.983', 'nW'),
('clock_network', 'cts_inserted_buffers', '5', ''),
('route', 'drt_drc_violations_left', '0', ''),
('route', 'viasPerCell', '4.42', ''),
('floorplanning', 'floorplan.die.height', '119', 'um'),
('worst_setup_path', 'critPathArrivalTime', '3.07', 'ns'),
('power_and_ir_drop', 'p_int', '347', 'uW'),
('synth', 'post_synth_seq_share', '44.0', '%'),
('synth', 'synth.cell_area', '1820', 'um^2'),
('power_and_ir_drop', 'clockPowerShare', '28.8', '%'),
('route', 'drt-total-wl', '5490', 'um'),
('clock_network', 'cts_resized', '0', ''),
('cells_and_area', 'synth_to_final_area_change', '45.8', '%'),
('cells_and_area', 'mostFrequentLayoutCells', 'clkdlybuf4s50_1, dfrtp_1, nand2_1', ''),
('route', 'top_layer_used', 'met4', ''),
('synth', 'synth_cell_types', '28', ''),
('route', 'wire_length_per_cell', '14.1', 'um'),
('synth', 'post_synth_main_logic_family', 'simple AND/OR/NAND/NOR gates', ''),
('cells_and_area', 'largest_register', 'pc_out', ''),
('worst_setup_path', 'startpoint_class', 'primary input', ''),
('synth', 'top_area_cell', 'dfrtp_1', ''),
('route', 'detailedRoute.firstPassIterationCount', '4', ''),
('final_timing', 'timing_max_transition_violations_final', '0', ''),
('clock_network', 'number_of_buffers_inserted_for_hold_repair_after_clock_tree_synthesis', '0', ''),
('final_timing', 'worst_slew_margin_rel', '44.2', '%'),
('floorplanning', 'floorplan.core_area', '9640', 'um^2'),
('floorplanning', 'floorplanUtilization', '18.9', '%'),
('cells_and_area', 'largest_register_ffs', '32', ''),
('worst_setup_path', 'crit_path_max_fanout', '34', ''),
('global_routing', 'globalRouteOverflowTotal', '0', ''),
('global_routing', 'grt_pass1_vias', '1738', ''),
('final_timing', 'timing_worst_slew_pin_value', '0.836', 'ns'),
('place', 'dp.final_hpwl', '4220', 'um'),
('clock_network', 'worstSkewPairLatency', '0.27', 'ns'),
('global_routing', 'antenna_found_initial', '0', ''),
('global_routing', 'pin_count_of_the_biggest_net_entering_global_routing', '35', ''),
('clock_network', 'numClockSinks', '32', ''),
('cells_and_area', 'drive_gt1_share', '6.25', '%'),
('place', 'placedInstanceArea', '2570', 'um^2'),
('cells_and_area', 'finalInstanceArea', '2650', 'um^2'),
('synth', 'ys_sh_adder', '0.688', '%'),
('final_timing', 'grt_setup_unrepaired', 'false', ''),
('global_routing', 'wire_length_of_the_first_global_routing_pass', '9140', 'um'),
('route', 'routed-wl-met3', '448', 'um'),
('clock_network', 'worst_setup_hold_path_clk_slew', '0.06', 'ns'),
('synth', 'xor_area_share', '5.30', '%'),
('synth', 'ys_top_cells_by_area', 'dfrtp_1, or4_1, o31ai_1, a31oi_1, nand2_1', ''),
('synth', 'area_share_top_type', '44.0', '%'),
('route', 'overall_via_count_from_detail_route', '1719', ''),
('route', 'routed-wl-met2', '2580', 'um'),
('clock_network', 'cts-root-buf', 'clkbuf_8', ''),
('route', 'wl_met1', '2400', 'um'),
('worst_setup_path', 'worstPathCellList', 'clkdlybuf4s50_1 -> buf_4 -> inv_1 -> o311ai_0 -> o211ai_1', ''),
('final_timing', 'finalSetupViolations', '0', ''),
('floorplanning', 'die_x', '119', 'um'),
('final_timing', 'finalCriticalPeriod', '2.87', 'ns'),
('final_timing', 'final_min_period_over_clock_period', '42.3', '%'),
('synth', 'synth_area_per_inst', '9.28', 'um^2'),
('final_timing', 'max_clock_skew', '0.00139', 'ns');
-- path summary, 6_finish.rpt --
| check | slack (ns) | depth (start not counted) | end |
|---|---|---|---|
| setup reg to reg | 4.70 | 4 | pc_out[31] |
| hold reg to reg | 0.51 | 1 | pc_out[1] |
| setup / recovery | 3.93 | 5 | pc_out[27] |
| hold / removal | 0.51 | 1 | pc_out[1] |
| min in group asynchronous | 1.46 | 3 | pc_out[0] |
| max in group asynchronous | 5.02 | 3 | pc_out[23] |
-- power by group through the flow --
stage                 Sequential [mW]  Clock, mW  Combinational, mW
after CTS                       0.235      0.143              0.107
after global routing            0.239      0.151              0.118
final                           0.235      0.137              0.103
-- cell usage after synthesis, drive strengths merged --
master and number:
dfrtp 32, nand2 24, a31oi 14, nor2 14, o21ai 14, or4 14
o31ai 12, nand4 11, clkbuf 9, nand3 9, xor2 9, buf 6
and4 4, inv 4, and2 3, and3 3, mux2 3, o211ai 3
or3 3, xnor2 2, ha 1, o311ai 1, or2 1
-- stage by stage --
stage          instances  hold WS (ns)  utilization, %  setup slack, ns  total power [mW]
6_report             389         0.510            27.5             3.93             0.475
4_1_cts              389         0.520            27.5             3.90             0.485
2_1_floorplan        196         0.445               -             4.53             0.272
3_5_place_dp         382         0.495            26.7             3.62             0.344
3_3_place_gp         382         0.497            26.7             3.65             0.343
5_1_grt              389         0.552            27.5             3.72             0.508
-- cells by family (layout without fill, tap and decap cells) --
family                   count (synthesis)  count (layout)
AND/OR/NAND/NOR                         86              86
AND-OR/OR-AND                           44              44
flip-flops                              32              32
buffers and inverters                   19              79
XOR/XNOR                                11              11
multiplexers                             3               3
adder cells (fa/ha/maj)                  1               1
-- area by class of cell --
type | instances | area (um^2)
well taps | 133 | 166
repair buffers | 68 | 676
multi-input cells | 145 | 916
flip-flops and latches | 32 | 801
clock inverters | 1 | 5.00
clock buffers | 6 | 72.6
fillers | 1042 | 6990
inverters | 4 | 15.0
-- routing by layer --
layer,GRT usage (%),vias to the layer above
met5,0,-
met4,0.763,0
met3,3.36,6
met2,12.6,38
met1,9.90,826
li1,-,849
Power and IR drop assume default switching activity.
