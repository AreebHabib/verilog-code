**design/flow/design.v**
```verilog
module R_WD(
    input logic clk,
    input logic reset,
    input logic [31:0]rdata2,
    output logic [31:0]RWD
);
always @(posedge clk,posedge reset)begin
    if (reset) RWD=0;
    else RWD=rdata2;
end    
endmodule
```
**design/flow/run.sh**
```bash
#!/bin/bash
# OpenROAD 26Q1-2900-gdf79404cd8, Yosys 0.63+post, stock flow scripts
make -C /OpenROAD-flow-scripts/flow DESIGN_CONFIG=/design/flow/config.mk WORK_HOME=/design/flow/orfs finish
```
**design/flow/config.mk**
```make
export PLATFORM = sky130hd
export DESIGN_NAME = R_WD
export DESIGN_NICKNAME = R_WD
export VERILOG_FILES = /design/flow/design.v
export SDC_FILE = /design/flow/constraint.sdc
export NUM_CORES = 4
export LEC_CHECK = 1
export CORE_AREA = 10 10 94 94
export DIE_AREA = 0 0 104 104
```
**design/flow/constraint.sdc**
```tcl
current_design R_WD

set clk_period 1.0
set clk_io_pct 0.2

create_clock -name clk0 -period $clk_period [get_ports {clk}]

set non_clock_inputs [all_inputs -no_clocks]
set_input_delay [expr $clk_period * $clk_io_pct] -clock clk0 $non_clock_inputs
set_output_delay [expr $clk_period * $clk_io_pct] -clock clk0 [all_outputs]
```
==> flow_metrics.rpt <==
PHYSICAL IMPLEMENTATION REPORT
----------------------------------------------------
[Outcome]
  Run status ........................ completed

[Finish]
  Max FFs per register ........................ 32
  Core Util, Final ........................ 0.225
  Share of cells above drive strength 1 ........................ 0.383
  Relative area change from synthesis to final layout ........................ 91.3%
  Combinational Area ........................ 0 sq um
  Layout fillers ........................ 744
  Number of logic gates ........................ 0

[Setup path]
  Element type at the critical path end ........................ output pin
  CP cell instances ........................ buf_2
  Data arrival time of the critical path ........................ 0.75 ns
  Largest stage delay on the critical path ........................ 0.36 ns
  Family of cells with the greatest summed delay on the critical path ........................ flip-flops
  CP max stage cell ........................ sky130_fd_sc_hd__dfrtp_1
  Critical path launch point type ........................ flop
  Critical-path maximum fanout ........................ 1
  Worst Path Class, Setup ........................ reg -> out
  Data required time of the worst path ........................ 0.80 ns
  CP bufs+invs ........................ 1

[Power]
  Share of power burned in registers ........................ 0.525
  IR Drop Worst-Case VDD ........................ 454 uV
  Switching power total ........................ 0.484 mW
  Fraction of power spent switching nets ........................ 0.185
  Leakage power total ........................ 0.698 nW
  Overall power after layout ........................ 2.62 mW
  Power per Cell Area ........................ 1700 nW/um^2
  Relative contribution of the clock network to total power ........................ 0.389
  Logic gate share of total power ........................ 0.086
  Cell-internal power ........................ 2.14 mW

[Detailed routing]
  Post-detailed-route wirelength per cell ........................ 14.7 um
  Final wirelength ........................ 2980 um
  Via density per instance ........................ 2.60
  Number of remaining DRC errors ........................ 0
  Number of inserted diodes ........................ 0
  Pre-Repair DR Iteration Count ........................ 3
  Number of design-rule violations left by the first detailed-router iteration ........................ 1
  Total number of vias ........................ 528
  Antenna Nets Post-Route ........................ 0

[Logic synthesis]
  Post-synth regs ........................ 32
  Top area contributor share ........................ 0.995
  Post-synthesis cell area ........................ 805 sq um
  Area figure in the yosys stat output ........................ 805 sq um
  Yosys warnings ........................ 1
  Most used DFF post-synth ........................ sky130_fd_sc_hd__dfrtp_1
  Number of enable-type register cells in the synthesized netlist ........................ 0
  Cells in synth_stat.txt ........................ 33
  Post-synth top area cell ........................ sky130_fd_sc_hd__dfrtp_1
  Fraction of registers with async set or reset after synthesis ........................ 1.00
  Largest cells by area after synthesis ........................ sky130_fd_sc_hd__dfrtp_1 100%, sky130_fd_sc_hd__inv_1 0.47%
  Average instance area after synthesis ........................ 24.4 sq um
  Number of distinct library cells after synthesis ........................ 2
  Most frequent cells after synthesis ........................ 32 x sky130_fd_sc_hd__dfrtp_1, 1 x sky130_fd_sc_hd__inv_1
  Seq share, synth ........................ 0.995
  Instance count of the mapped netlist ........................ 33
  Top-count cell post-synth ........................ sky130_fd_sc_hd__dfrtp_1

[Clock tree]
  Clock root buffer ........................ sky130_fd_sc_hd__clkbuf_8
  H-tree depth ........................ 2
  Clock slew at the register clock pins of the worst setup and hold paths ........................ 0.06 ns
  Buffers inserted during post-CTS setup optimization ........................ 0
  Cells resized by post-CTS repair ........................ 104
  Hold-fix buffers, CTS ........................ 0
  Buffers from clock root to sink, at most ........................ 2
  CTS tree ........................ yes
  Clock buffer count from CTS ........................ 5
  Sink count of the clock tree ........................ 32

[STA]
  Max-slew violation count ........................ 0
  Hold violation count in the final report ........................ 0
  Post-route minimum period ........................ 0.949 ns
  Transition time at the pin with the least slew margin ........................ 0.148 ns
  Total negative slack ........................ 0 ns
  Rel. slew slack ........................ 0.901
  Unrepaired setup endpoints after global routing ........................ no
  Finish-stage setup viols ........................ 0
  F_max ........................ 1050 MHz
  Final period utilization ........................ 0.949

[Run]
  Total of max-cap violations ........................ 0
  Count of warning messages emitted by the tools ........................ 25

[GRT]
  Via count of the first global-routing pass ........................ 626
  Global-route wire length before repair ........................ 4350 um
  Initial antenna violation count ........................ 0
  Total overflow reported by the global router ........................ 0
  Global routing usage summed across all routing layers ........................ 0.0540
  Maximum number of pins on one net before global-route repair ........................ 21

[Place]
  Port Buffers ........................ 65
  Weighted congestion reported at the end of routability-driven placement ........................ 0.697

[Die]
  Row Count ........................ 30
  DIE HEIGHT ........................ 104 um
  Die extent in x ........................ 104 um
  Chip area ........................ 10,800 sq um
  Initial core utilization ........................ 0.118
  Placeable Area ........................ 6830 sq um
  Count of boundary I/O pins ........................ 66

[Min path]
  Worst min-delay path class ........................ in -> async

----------------------------------------------------
## routing by layer
metal	GRT usage	share of wire	wire, um	vias up
met4	0.00596	0.011	34	0
li1	-	-	-	244
met5	0	0	0	-
met1	0.0522	0.35	1050	248
met3	0.0301	0.092	275	3
met2	0.100	0.54	1620	33
## kinds of logic after synthesis
group | count (synthesis) | share of synthesized area
buf+inv | 1 | 0.00466
flops | 32 | 0.995
## power groups by stage
stage	Combinational [mW]	Sequential [mW]	Clock, mW
6_report	0.225	1.37	1.02
5_1_grt	0.250	1.38	1.13
4_1_cts	0.238	1.37	1.08
## cell type report
cell class            count  area [sq um]  share of cell area
Inverter                  1          3.75             0.00244
Clock buffer              7          96.3              0.0626
Timing Repair Buffer     67           518               0.337
Tap cell                 96           120              0.0780
Sequential cell          32           801               0.520
## through the flow
| stage | worst slack [ns] | hold slack [ns] | std cells | area, sq um |
|---|---|---|---|---|
| after floorplan | 0.109 | 0.231 | 33 | 805 |
| after global placement | -0.00316 | 0.558 | 196 | 1600 |
| after detailed placement | -0.00723 | 0.559 | 196 | 1600 |
| after CTS | 0.0270 | 0.261 | 203 | 1540 |
| after global routing | 0.00456 | 0.270 | 203 | 1540 |
| final | 0.0507 | 0.270 | 203 | 1540 |
## path summary, 6_finish.rpt
check                                   from  cells past startpoint  slack (ns)           endpoint
hold / removal                         reset                      3        0.27  RWD[11]$_DFF_PP0_
setup / recovery           RWD[21]$_DFF_PP0_                      1        0.05            RWD[21]
max in group asynchronous              reset                      3        0.55  RWD[22]$_DFF_PP0_
min in group clk0                  rdata2[3]                      1        0.36   RWD[3]$_DFF_PP0_
## cell usage in the layout, fill, tap and decap left out
master	synthesis	layout
sky130_fd_sc_hd__buf_2	0	32
sky130_fd_sc_hd__buf_12	0	1
sky130_fd_sc_hd__clkbuf_8	0	7
sky130_fd_sc_hd__inv_1	1	1
sky130_fd_sc_hd__buf_4	0	1
sky130_fd_sc_hd__clkdlybuf4s50_1	0	33
sky130_fd_sc_hd__dfrtp_1	32	32
No activity file was given, so power comes from the tool's default toggle rates.
